==> flow/design.v <==
module BaggingDemo(clk,rst,en,data,weight,bias,result,ready);
input clk;
input rst;
input en;
input signed [1:0] data;
input signed [8:0] weight;
input signed [8:0] bias;
output signed [1:0] result;
output ready;
reg signed [1:0] result;
reg ready;
reg[5:0] i;
reg signed [11:0] temp;
parameter IDEA=4'b0001,step1=4'b0010,step2=4'b0100,finish=4'b1000;
reg [3:0] state;
always@(posedge clk or negedge rst)
    if(!rst)
    begin
        i<=0;
        result<=0;
        ready<=0;
        temp<=0;
        state<=IDEA;
    end
    else
    case(state)
    	IDEA:if(en)
        		begin
            		state<=step1;
            		result<=0;
            		ready<=0;
            		temp<=0;
        		end
    	     else
        		state<=IDEA;
    	step1:if(i<=29)
        		begin
            		temp<=temp+data*weight;	
            		i<=i+1;
            		result<=0;
            		ready<=0;
        		end
    	      else
                state<=step2;
    	step2: begin
    	        temp<=temp+bias;
    	        state<=finish;	
    		   end
    	finish: begin
        		if(temp<0)
        		begin
        			result<=2'b11;
        			ready<=1;
        			temp<=0;
        		end
        		else
        		begin
        			result<=2'b01;
        			ready<=1;
        			temp<=0;
        		end
        		state<=IDEA;
    		end
    endcase
endmodule
module TopBagging(
clk,
rst,
en,
read1,
read2,
read3,
write1,
write2,
write3,
data1,
data2,
data3,
weight1,
weight2,
weight3,
bias1,
bias2,
bias3,
address1,
address2,
address3,
total_ready,
total_predict,
flag
);
input clk;
input rst;
input en;
input signed [1:0] data1;
input signed [1:0] data2;
input signed [1:0]data3;
input read1;
input read2;
input read3;
input write1;
input write2;
input write3;
input[4:0]address1;
input[4:0] address2;
input[4:0] address3;
input signed [8:0] weight1;
input signed [8:0] bias1;
input signed [8:0] weight2;
input signed [8:0] bias2;
input signed [8:0] weight3;
input signed [8:0] bias3;
wire signed [8:0] weight1out;
wire signed [8:0] weight2out;
wire signed [8:0] weight3out;
wire finish1;
wire finish2;
wire finish3;
output signed [1:0] total_predict;
output total_ready;
output flag;
wire flag;
wire signed [1:0] result1;
wire ready1;
wire signed [1:0] result2;
wire ready2;
wire signed [1:0] result3;
wire ready3;
reg signed [1:0] total_predict;
reg total_ready;
always@(posedge clk or negedge rst)
	begin
		if(!rst)
			begin
				total_ready<=0;
			end
		else	
			begin
				if(ready1&&ready2&&ready3)
					total_ready<=1;
				else
					total_ready<=0;
			end
	end
always@(posedge clk or negedge rst)
	begin
		if(!rst)
		begin
			total_predict<=0;
		end
	else	
		begin
			if(result1==2'b11&&result2==2'b11||result1==2'b11&&result3==2'b11||result2==2'b11&&result3==2'b11)
				total_predict<=2'b11;
			else 
				begin
					if(result1==2'b01&&result2==2'b01||result1==2'b01&&result3==2'b01|result2==2'b01&&result3==2'b01)
						total_predict<=2'b01;
					else
						total_predict<=2'b00;
				end
		end
	end
assign flag=finish1&&finish2&&finish3;
Weight_memory m1(.clk(clk),.datain(weight1),.dataout(weight1out),.address(address1),.read(read1),.write(write1),.finish(finish1));
Weight_memory m2(.clk(clk),.datain(weight2),.dataout(weight2out),.address(address2),.read(read2),.write(write2),.finish(finish2));
Weight_memory m3(.clk(clk),.datain(weight3),.dataout(weight3out),.address(address3),.read(read3),.write(write3),.finish(finish3));
BaggingDemo bagging1(.clk(clk),.rst(rst),.en(en),.data(data1),.weight(weight1out),.bias(bias1),.result(result1),.ready(ready1));
BaggingDemo bagging2(.clk(clk),.rst(rst),.en(en),.data(data3),.weight(weight3out),.bias(bias3),.result(result3),.ready(ready3));
BaggingDemo bagging3(.clk(clk),.rst(rst),.en(en),.data(data2),.weight(weight2out),.bias(bias2),.result(result2),.ready(ready2));
endmodule
module Weight_memory(clk,datain,dataout,address,read,write,finish);
input clk;
input signed [8:0] datain;
input [4:0] address;
input read;
input write;
output signed[8:0] dataout;
output finish;
reg finish;
reg signed[8:0] dataout;
reg signed[8:0] memory[0:29];
always@(posedge clk)
begin
    if(write==1)
    	memory[address]<=datain;
end
always@(posedge clk)
    begin
        if(address==30)
        	finish<=1;
        else 
        	finish<=0;
    end
always@(posedge clk)
    begin
        if(read==1)
        	dataout<=memory[address];
        else
        	dataout<=0;
    end
endmodule
==> flow/run.sh <==
#!/bin/bash
# OpenROAD 26Q1-2900-gdf79404cd8, Yosys 0.63+post, stock flow scripts
make -C /OpenROAD-flow-scripts/flow DESIGN_CONFIG=/design/flow/config.mk WORK_HOME=/design/flow/orfs finish
==> flow/config.mk <==
export PLATFORM = sky130hd
export DESIGN_NAME = TopBagging
export DESIGN_NICKNAME = TopBagging
export VERILOG_FILES = /design/flow/design.v
export SDC_FILE = /design/flow/constraint.sdc
export NUM_CORES = 4
export LEC_CHECK = 1
export CORE_UTILIZATION = 30
==> flow/constraint.sdc <==
current_design TopBagging

set clk_period 8.5
set clk_io_pct 0.2

create_clock -name clk0 -period $clk_period [get_ports {clk}]

set non_clock_inputs [all_inputs -no_clocks]
set_input_delay [expr $clk_period * $clk_io_pct] -clock clk0 $non_clock_inputs
set_output_delay [expr $clk_period * $clk_io_pct] -clock clk0 [all_outputs]
==> flow_summary.ini <==
; generated from flow reports
[run_status]
status = completed

[final_timing]
fin_skew_ps = 55.71
worst_pin_slew_ps = 884.9
finalCritPeriodShare = 0.6513
period_needed_ps = 5536
finalMaxSlewViolations = 0
timing.fmax_mhz = 180.6
fin_tns_setup_ps = 0
setup_viol = 0
max_slew_margin = 0.4079
hold_viol_final = 0
grt_setup_unrepaired = false

[synth]
ff_type = edfxtp_1
synth_cell_types = 67
async_reset_ff_frac = 0.08497
ys_warn_count = 3
syn_area_per_cell_um2 = 17.48
top_cell_area_share = 0.6361
synthTopCellsByArea = edfxtp_1 (64%), mux4_2 (11%), dfrtp_1 (4.9%)
ys_seq_elements = 918
ys_seq_frac = 0.7030
synthCells = 2188
netlist_top_cells_count = edfxtp_1 (810), mux4_2 (189), nor2_1 (170), ha_1 (87), nand2_1 (85)
yosysChipArea_mm2 = 0.03824
synth_top_cell_by_count = edfxtp_1
synth-edff-count = 810
syn_area_mm2 = 0.03824
yosysTopAreaCell = edfxtp_1
ys_cells = 2188

[global_route]
antenna_found_initial = 4
grt_pass1_wl_mm = 127.5
grt_max_degree = 44
track_usage = 0.1368
grt_pass1_vias = 21000
overflow = 0

[placed_design]
io_buffers = 87
gp_congestion = 0.8488
post-dp-hpwl_mm = 52.03

[routing]
drtIter0Drc = 1194
antenna_cells = 0
routed_via_density = 4.767
drcViolationCount = 0
antenna_left = 0
vias = 19750
first_pass_iters = 5
routedWlPerCell_um = 19.85
routed_wl_mm = 82.27

[floorplanning]
fp-utilization = 0.3033
num_io_pins = 88
fp.dieW_um = 359.0
row_count = 130
die-area_mm2 = 0.1289
core_mm2 = 0.1261
fp.dieH_um = 359.0

[clocking]
htreeDepth = 3
clk_pin_slew_ps = 60
holdBufCountCts = 0
worstSkewPairLatency_ps = 700
cts_tree = done
cts_buffers = 94
postCtsSetupBuffers = 0
cts-root-buf = clkbuf_16
clock-sinks = 918
clockBufferDepth = 3
postCtsResizedCells = 0

[power]
p_seq_frac = 0.521
pwr-share-clk = 0.413
vdd_drop_max_mv = 0.1377
combPwrFrac = 0.067
power_density_mw_per_mm2 = 213.9
p_int_w = 0.007434
p_switching_w = 0.002135
leakagePower_nw = 15.02
swShare = 0.2231

[setup_path]
cp_top_family = adder cells
max_stage_delay_ps = 490
cp.arrival_ps = 6130
cp_cell_sequence = clkdlybuf4s50_1, clkinv_1, fa_1, inv_1, ha_1, inv_1, fa_1, nor2b_1, o31ai_2, a21boi_0, nor3_1, o31ai_1, ha_1, a21o_1, a21o_1, a21oi_1, o31a_2, nand3b_1, or4b_1, o311ai_1
cp-start-kind = primary input
endpoint_kind = flop
path_buffers = 4
critPathSlowestCell = fa_1
critical_path.max_fanout = 9
worstPathRequired_ps = 9100
critical_path_class = primary input to flop

[layout]
drive_gt1_frac = 0.2057
area_growth_pct = 17.00
post-route-util = 0.3549

[run]
openroad.warnings = 31
max_cap_viol_count = 0

[worst_hold_path]
hold_class = flop to flop
-- final timing paths --
path / startpoint / end / slack, ps / cells past startpoint
max: data3[1] / bagging2.temp[11] / 2960 / 20
min: bagging2.i[5] / bagging2.i[5] / 470 / 1
max reg2reg: m2.dataout[0] / bagging3.temp[11] / 4370 / 19
min reg2reg: bagging2.i[5] / bagging2.i[5] / 470 / 1
max in group asynchronous: rst / bagging1.state[0] / 6560 / 2
min in group asynchronous: rst / bagging2.temp[0] / 990 / 1
-- metrics by stage --
stage | total power (W) | instance area, µm² | hold slack (ps) | setup WS, ps | instances
2_1_floorplan | 0.005463 | 38240 | 407.3 | 3087 | 2188
3_3_place_gp | 0.005726 | 41760 | 463.7 | 2293 | 3974
3_5_place_dp | 0.005729 | 41760 | 465.0 | 2240 | 3974
4_1_cts | 0.009699 | 44730 | 481.5 | 3009 | 4144
5_1_grt | 0.009927 | 44730 | 496.3 | 2548 | 4144
6_report | 0.009568 | 44730 | 473.5 | 2964 | 4144
-- power by group through the flow --
| stage | registers, W | logic, W | clock network, W |
|---|---|---|---|
| 6_report | 0.00498 | 0.000638 | 0.00395 |
| 5_1_grt | 0.00499 | 0.000709 | 0.00423 |
| 4_1_cts | 0.00498 | 0.000654 | 0.00406 |
-- cells in the final DEF, fill, tap and decap left out, types with 17 or more instances in the layout --
cell type	instances
mux2i_1	32
nand2_1	85
clkbuf_16	94
edfxtp_1	810
clkbuf_1	23
nor2_1	170
xor2_1	18
a31oi_1	17
clkdlybuf4s50_1	80
xnor2_1	30
dfrtp_1	75
dfxtp_1	30
inv_1	58
nor2b_1	25
and2_1	28
a21oi_1	62
a22o_1	22
ha_1	87
buf_4	137
o21ai_0	56
clkinv_1	22
a22oi_1	45
mux4_2	189
-- area by class of cell --
class	instances	area, µm²
repair buffers	220	1844
inverters	64	240.2
clock buffers	122	2507
multi-input cells	1122	10730
well taps	1650	2064
flip-flops and latches	918	26880
clock inverters	48	470.5
fillers	11510	81320
-- cell families after synthesis --
group                      count (synthesis)  synth area share
DFF                                      918            0.7030
and+or+nand+nor                          418           0.05347
AOI/OAI and AO/OA                        328           0.05995
muxes                                    231            0.1227
buffers and inverters                    148           0.01643
adders and majority gates                 97           0.03344
xor gates and xnor gates                  48           0.01100
-- worst reg2reg max path, delay by kind of cell, from the launching register on --
kind	cells	cell delay, ps
flops	1	320
buf+inv	2	120
fa+ha+maj	4	1300
compound gates	8	1370
simple gates	5	920
-- sequential cells by signal, summed over array words and instances (netlist names), 4 cells and up --
register        cells
m1.memory         270
bagging3.temp      12
bagging3.state      4
m3.memory         270
bagging2.i          6
bagging2.state      4
m3.dataout          9
m1.dataout          9
bagging3.i          6
bagging1.i          6
bagging1.state      4
bagging2.temp      12
m2.dataout          9
m2.memory         270
bagging1.temp      12
-- per-layer routing --
metal,GRT usage,up-vias,wire length (µm)
met5,0,-,45
met4,0.02701,6,1871
met3,0.06827,124,8963
met2,0.2095,651,38590
met1,0.1837,9809,32800
li1,-,9164,-
Power figures rest on the tool's default switching activity, not on a simulated workload.
