$ cat flow/design.v
module AdaBoostBagging_Weigth_Memory(clk,datain,dataout,address,read,write,finish);
input clk;
input signed [8:0] datain;
input [4:0] address;
input read;
input write;
output signed[8:0] dataout;
output finish;
reg finish;
reg signed[8:0] dataout;
reg signed[8:0] memory[0:29];
always@(posedge clk)
begin
if(write==1)
	memory[address]<=datain;
end
always@(posedge clk)
begin
if(address==30)
	finish<=1;
else 
	finish<=0;
end
always@(posedge clk)
begin
if(read==1)
	dataout<=memory[address];
else
	dataout<=0;
end
endmodule
$ cat flow/run.sh
#!/bin/bash
# OpenROAD 26Q1-2900-gdf79404cd8, Yosys 0.63+post, stock flow scripts
make -C /OpenROAD-flow-scripts/flow DESIGN_CONFIG=/design/flow/config.mk WORK_HOME=/design/flow/orfs finish
$ cat flow/config.mk
export PLATFORM = sky130hd
export DESIGN_NAME = AdaBoostBagging_Weigth_Memory
export DESIGN_NICKNAME = AdaBoostBagging_Weigth_Memory
export VERILOG_FILES = /design/flow/design.v
export SDC_FILE = /design/flow/constraint.sdc
export NUM_CORES = 4
export LEC_CHECK = 1
export CORE_UTILIZATION = 30
$ cat flow/constraint.sdc
current_design AdaBoostBagging_Weigth_Memory

set clk_period 3.2
set clk_io_pct 0.2

create_clock -name clk0 -period $clk_period [get_ports {clk}]

set non_clock_inputs [all_inputs -no_clocks]
set_input_delay [expr $clk_period * $clk_io_pct] -clock clk0 $non_clock_inputs
set_output_delay [expr $clk_period * $clk_io_pct] -clock clk0 [all_outputs]
==> summary.txt <==
Post-CTS setup buffer count: 0
Gpl congestion: 0.943
Vias per Instance: 4.97
CP Class: input port to flop
RSZ-0062 raised after global routing: false
Most common flop cell mapped by yosys: edfxtp_1
Max-slew violations: 0
Root Driver: clkbuf_16
Final setup violation count: 0
Clock Path Buffers: 3
Sequential-to-total area share from yosys stat: 0.763
Ant diodes: 0
CTS tree: done
Dpl hpwl: 16500 um
LEAKAGE: 4.31 nW
Share of layout cells above drive strength 1: 0.153
Routed Antenna Nets: 0
Syn_area_per_cell: 18.1 um2
Max VDD drop: 0.267 mV
Critical path, cell by cell: clkdlybuf4s50_1 -> buf_12 -> or4b_1 -> o22ai_1 -> a211oi_1 -> a31oi_1
Std cell rows: 69
Failing checks: DRC
Power Dens Cells: 589 nW/um2
Cells after Synth: 601
CTS sink cnt: 280
Post-CTS Resized: 0
Placed insts: 1105
Total Power: 7.54 mW
Critical Path Start Type: input port
Ports: 27
CORE AREA: 35700 um2
Total Wirelength: 25300 um
Tot GR Track Use: 0.149
Initial antenna violation count: 0
Drt pass-1 iters: 50
Die width: 193 um
Final period util: 0.751
Buf+Inv Stages, Crit Path: 2
Post-synth EDFFs: 270
Max-slew headroom: 0.463
Yosys stat area: 10900 um2
Fin. Hold Viols: 0
Detailed-route via count: 5751
Max stage delay cell, worst path: or4b_1
Drt wl/cell: 21.9 um
Largest net degree at the start of global routing: 52
Final setup TNS: 0 ns
Worst Tran Pin Value: 0.802 ns
Initial drt markers: 459
Arrival time worst endpoint: 2.81 ns
Fp_density: 0.306
Synth Warn #: 1
Die area: 37100 um2
Cells in synth_stat.txt: 601
Area Overhead vs Synth: 17.6%
Crit path max-delay family: AND-OR/OR-AND gates
Clock latency (worst-skew pair): 0.53 ns
Worst-path clk slew: 0.06 ns
Peak Freq: 0.416 GHz
Worst EP required: 3.61 ns
Synth cell types: 42
Tool Warnings: 25
Worst min-delay path category: input port to flop
H-tree depth: 1
First-pass GRT wire length: 37300 um
Crit. End Element: flop
Grt total ovfl: 0
Critical path peak fanout: 31
Number of synthesized register bits: 280
Vias in the first global route: 5664
Drt drc: 12
Buffers on Ports: 26
Post-CTS Hold Buffers: 0
Max incr delay on CP: 0.73 ns
Status: finished with violations
Async SR Flop Fraction: 0
Setup Skew: 0.0166 ns
Post-Layout Cell Count: 1156
Max-cap violations: 0
Cell Area, Synth: 10900 um2
CTS Buf Count: 28
Die H: 193 um
Final min period: 2.40 ns
metal layers:
| metal | global-route usage | vias to the layer above | share of wire |
|---|---|---|---|
| met5 | 0.0124 | - | 0.0023 |
| met4 | 0.0260 | 2 | 0.021 |
| met3 | 0.0685 | 38 | 0.11 |
| li1 | - | 2583 | - |
| met1 | 0.213 | 2856 | 0.40 |
| met2 | 0.223 | 272 | 0.47 |
path summary, 6_finish.rpt:
kind	from	to	slack [ns]	depth (start not counted)
max	address[2]	dataout[6]	0.80	6
min	address[1]	finish	0.65	2
max reg2reg	memory[18][8]	dataout[8]	1.44	4
min reg2reg	memory[28][8]	dataout[8]	0.66	3
final cells by class:
type                    instances  area [um2]
clock buffers                  39         783
clock inverters                12        80.1
flip-flops and latches        280        8310
fillers                      3301       22800
repair buffers                 78         697
well taps                     461         577
multi-input cells             285        2360
inverters                       1        3.75
placed cells by master (no fill, tap or decap), types with 6 or more instances in the layout:
cell type | netlist | routed
edfxtp_1 | 270 | 270
mux2i_1 | 108 | 108
buf_4 | 6 | 48
o22ai_1 | 46 | 46
nor2_1 | 43 | 43
clkbuf_16 | 0 | 29
clkdlybuf4s50_1 | 0 | 24
mux4_2 | 11 | 11
dfxtp_1 | 10 | 10
a31oi_1 | 8 | 8
clkbuf_1 | 7 | 8
nor4_1 | 7 | 7
nand2_1 | 6 | 6
clkinv_1 | 0 | 6
state kept, by name (all words and copies together), names as in the netlist:
name     count
dataout      9
memory     270
finish       1
report_power, final:
group	internal, mW	total, mW	leakage, nW	switching (mW)
Sequential	4.07	4.09	2.52	0.0162
Combinational	0.159	0.404	1.38	0.245
Clock	1.78	3.05	0.421	1.27
cell families after synthesis:
logic type	count (synthesis)	synth area share
AOI/OAI and AO/OA	70	0.0428
buffers and inverters	36	0.0207
DFF	280	0.763
and+or+nand+nor	96	0.0518
muxes	119	0.122
synth_stat cells (all sizes together) (6+ instances only):
library cell  count  area (um2)
edfxtp          270        8110
mux2i           108        1080
o22ai            46         288
nor2             43         161
buf              28         195
mux4             11         248
dfxtp            10         200
a31oi             8        50.1
clkbuf            7        26.3
nor4              7        43.8
nand2             6        22.5
worst reg2reg max path, cell delays in order (launching register included):
cell and delay [ns]:
edfxtp_1 0.36, mux2i_1 0.28, o22ai_1 0.15, or4_1 0.57, o31a_1 0.30
metrics by stage:
step	worst slack [ns]	cell area, um2	hold WS [ns]	utilization
floorplan	0.662	10900	0.529	-
global placement	0.273	11900	0.641	0.335
detailed placement	0.296	11900	0.635	0.335
CTS	0.835	12800	0.655	0.359
global route	0.779	12800	0.676	0.359
finish	0.797	12800	0.652	0.359
Power figures rest on the tool's default switching activity, not on a simulated workload.
