==> ./config.mk <==
export PLATFORM = sky130hd
export DESIGN_NAME = fsm_Hand
export DESIGN_NICKNAME = fsm_Hand
export VERILOG_FILES = /design/flow/design.v
export SDC_FILE = /design/flow/constraint.sdc
export NUM_CORES = 4
export LEC_CHECK = 1
export CORE_UTILIZATION = 50
==> ./constraint.sdc <==
current_design fsm_Hand

set clk_period 20.9
set clk_io_pct 0.2

create_clock -name clk0 -period $clk_period [get_ports {clk}]

set non_clock_inputs [all_inputs -no_clocks]
set_input_delay [expr $clk_period * $clk_io_pct] -clock clk0 $non_clock_inputs
set_output_delay [expr $clk_period * $clk_io_pct] -clock clk0 [all_outputs]
==> ./design.v <==
module fsm_Hand(clk,rst,start,ready,result,write1,write2,SVMin,datain);
input clk,rst,start;
input write1;
input write2;
input signed [8:0] SVMin;
input signed [1:0]datain;
output result;
output ready;
reg ready;
reg read1,read2;
reg result;
reg signed[15:0] reg_step1;
reg signed[15:0] step2_last;
reg signed[15:0] last;
reg[6:0]state;
parameter IDLE=7'b0000000,setdata=7'b0000001,setdata2=7'b0000010,step1=7'b0000100,step2=7'b0001000,step3=7'b0010000,finish=7'b0100000,break=7'b1000000;
parameter bias=8'b11111111;
wire signed [8:0] svmOut;
wire signed [1:0] dataOut;
reg[7:0]i;
reg[8:0]j,k,l; 
always@(posedge clk or negedge rst)
	if(!rst)
		begin
			ready<=0;
			result<=0;
			i<=0;
			j<=0;
			k<=0;
			reg_step1<=0;		
			step2_last<=0;
			last<=0;
			state<=IDLE;
			read1<=0;
			read2<=0;
		end
	else
		case(state)
			IDLE:begin
				if(start)
					begin
						state<=setdata;
						ready<=0;
						result<=0;
						i<=0;
						j<=0;
						k<=0;
						reg_step1<=0;		
						step2_last<=0;
						last<=0;
						read1<=0;
						read2<=0;	
					end
				else
					state<=IDLE;
			     end
			setdata:begin
					if(write1)
						begin
							if(i==121)
								begin
									i<=i-121;
									state<=setdata2;
									read1<=1;
								end
							else
							begin
								i<=i+1;
								state<=setdata;
							end
						end 
				end
			setdata2:begin
					if(write2)
						begin
							if(j==11)
								begin
									state<=step1;
									read2<=1;
									j<=j-11;
								end
							else
								begin
									j<=j+1;		
									state<=setdata2;
								end
						end
				 end
			step1:begin
				if(j==11)
					begin
						state<=step2;	
						j<=j+k-11;
					end
				else
				   begin
					i<=i+1; 
					j<=j+1; 
					reg_step1<=reg_step1+svmOut*dataOut;
					state<=step1;
				   end
			      end
			step2:begin
				if(k==11)
				  begin
					state<=step3;
				  end
				else
				   begin
					k<=k+1; 
					step2_last<=step2_last+reg_step1*dataOut;
					reg_step1<=0;
					state<=step1;
					j<=j-k;						
				   end
			      end
			step3:begin
				last<=step2_last+bias;
				state<=finish;
			      end
			finish:begin
				ready<=1;
				if(last>0)
					result<=1;
				else
					result<=0;
				state<=break;
			       end
			break:begin
				result<=2'bx;
				reg_step1<=0;
				step2_last<=0;
				last<=0;
				i<=16'bx;
				j<=16'bx;
				k<=16'bx;
			      end
		endcase
svmstorage  svmdata(.clk(clk),.address(i),.read(read1),.write(write1),.dataIn(SVMin),.dataOut(svmOut));
testDataModule testdata(.clk(clk),.address(j),.read(read2),.write(write2),.dataIn(datain),.dataOut(dataOut));
endmodule
module svmstorage(clk,dataIn,address,read,write,dataOut);
input signed [8:0] dataIn;
output signed[8:0] dataOut;
input clk;
input [7:0]address;
input read;
input write;
reg signed[8:0] memory[0:120];
wire signed[8:0] dataOut;
assign dataOut=read?memory[address]:9'b0;
always@(posedge clk)
	begin
	if(write)
		memory[address]<=dataIn;
	end
endmodule
module testDataModule(clk,dataIn,address,read,write,dataOut);
input signed [1:0]  dataIn;
output signed [1:0] dataOut;
input clk;
input [8:0]address;
input read;
input write;
reg signed [1:0] memory[0:10];
wire signed [1:0] dataOut;
assign dataOut=read?memory[address]:2'b0;
always@(posedge clk)
	begin
	if(write)
		memory[address]<=dataIn;
	end
endmodule
==> ./run.sh <==
#!/bin/bash
# OpenROAD 26Q1-2900-gdf79404cd8, Yosys 0.63+post, stock flow scripts
make -C /OpenROAD-flow-scripts/flow DESIGN_CONFIG=/design/flow/config.mk WORK_HOME=/design/flow/orfs finish
==> reports/metrics.yaml <==
cts_max_path_buffers: 3
post-synth-top-count-cell: "edfxtp_1"
synth-warning-count: 3
buffers_inserted_by_post_cts_timing_repair: 0
first_global_vias: 30420
routed_wire_length_per_instance_um: 28.14
critPathMaxFanout: 41
chip_area_um2: 98090
netlist.top_cell.by_area: "edfxtp_1"
gr-total-overflow: 0
numSynthFlops: 1197
async_set_or_reset_flop_fraction_in_the_synthesized_netlist_pct: 7.185
status: "complete, no violations"
initial_detailed_routing_violation_count: 2046
core_um2: 95440
netlist.area_leader.share_pct: 68.90
final_max_slew_viol_count: 0
synth.avg_cell_area_um2: 15.38
power.ir.vdd_worst_mv: 0.1053
top_cells_by_count: "edfxtp_1 (1111), a22oi_1 (399), nor2_1 (205), nand2_1 (150), inv_1 (126)"
timing.setup.critical_path_class: "register to register"
slew-limit-headroom_pct: 28.63
route.antenna.remaining_nets: 0
critical_path.endpoint_type: "register"
p_leak_nw: 18.03
horizontal_die_dimension_um: 313.2
area_leaders: "edfxtp_1 (69%), a22oi_1 (6.2%), dfrtp_1 (4.4%), ha_1 (1.9%), nor2_1 (1.6%)"
synth_cell_type_count: 82
die_h_um: 313.2
final_total_negative_setup_slack_ps: 0
ys.flop_type: "edfxtp_1"
post_synth_inst_count: 3149
via_per_inst: 6.246
number_of_max_cap_violations: 0
worst_slew_pin_slew_ps: 1067
antenna_found_initial: 4
all_layer_global_routing_usage_pct: 29.99
finalWorstPathRequiredPeriod_ps: 8274
finalWorstSetupSlack_ps: 12630
globalplace.congestion: 0.9120
cts_inserted_buffers: 118
fin_crit_sh_pct: 39.59
ratio_of_cells_with_drive_above_1_in_the_final_layout_pct: 12.35
synth-cells-yosys: 3149
finClkSkew_ps: 26.11
cts_resized: 0
synth_chip_area_um2: 48420
crit_top_cell: "o21ai_0"
clock-root-buffer: "clkbuf_16"
area_growth_syn_to_layout_pct: 12.82
cts.sinks: 1197
clock_insertion_delay_at_the_later_pin_of_the_skew_report_ps: 710
critical_path.n_buffers_inverters: 4
global_route_wire_length_before_repair_um: 194100
cp.required_ps: 21520
seq_share_synth_pct: 73.35
drt_wl_total_um: 130400
io_pins: 18
ctsHtreeMaxLevel: 3
dp.final_hpwl_um: 79930
grt_max_degree: 95
remaining_design_rule_violation_count: 0
worst_path_largest_cell_delay_ps: 680
post_cts_hold_buffer_count: 0
cts_tree: "done"
cpMaxStageDelayCell: "o21ai_0"
number_of_enable_type_register_cells_in_the_synthesized_netlist: 1111
power_mw: 6.278
setup_viol_count_final: 0
cpLargestDelayFamily: "AND-OR/OR-AND gates"
row_count: 113
min_path_type: "register to register"
syn-cell-area_um2: 48420
powerDensity_nw_per_um2: 114.9
rsz_0062_raised_after_global_routing: "false"
critPathLaunchType: "register"
route.vias.total: 28950
placement.setup.worst_slack_ps: 12760
hold_fails_final_rpt: 0
fp_util_pct: 50.74
finish.utilization_pct: 57.24
timing.fmax_ghz: 0.1209
cts.clk_slew.worst_paths_ps: 60
critPathArrivalTime_ps: 8890
number_of_openroad_warnings: 41
crit_chain: "buf_4, and3b_4, buf_4, buf_4, a22oi_1, nand4_1, o21ai_0, o21ai_0, a21oi_1, a31o_2, or2_2, fa_1, inv_1, ha_1, o21ai_0, a21oi_1, o41ai_1, o21ai_0, o41a_1, a31o_2, or3_1, a21bo_1, mux2i_1"
portBuffers: 17
drt-pass1-iter-count: 9
[layer usage]
metal	up-vias	wire, um	global-route usage [%]
met3	270	19720	19.91
met4	12	5043	8.725
li1	12770	-	-
met5	-	215	1.886
met2	1789	60630	43.26
met1	14110	44810	39.26
[kinds of logic after synthesis]
group                    synth area share, %
AND-OR/OR-AND                          13.20
XOR/XNOR                               1.158
adder cells (fa/ha/maj)                2.935
buffers and inverters                  2.744
flip-flops                             73.35
multiplexers                           1.047
AND/OR/NAND/NOR                        5.566
[cell usage in the layout, fill, tap and decap left out, drive strengths merged, types with 45 or more instances in the layout]
| master | n |
|---|---|
| edfxtp | 1111 |
| clkinv | 48 |
| o21ai | 89 |
| xnor2 | 49 |
| inv | 131 |
| dfrtp | 85 |
| a41oi | 47 |
| a22o | 68 |
| clkbuf | 145 |
| ha | 72 |
| a31oi | 47 |
| buf | 185 |
| nand2 | 150 |
| a22oi | 401 |
| a221oi | 53 |
| nor2 | 205 |
| a21oi | 62 |
| nand4 | 45 |
[power by group]
| group | internal [mW] | switching, mW |
|---|---|---|
| Sequential | 2.66 | 0.0516 |
| Clock | 1.26 | 0.881 |
| Combinational | 0.433 | 0.987 |
[layout make-up]
cell class | instances | area, um^2
diodes | 1 | 2.502
repair buffers | 192 | 1484
fillers | 7071 | 40810
inverters | 127 | 476.7
multi-input cells | 1632 | 11610
well taps | 1265 | 1583
flip-flops and latches | 1197 | 35520
clock inverters | 76 | 793.3
clock buffers | 145 | 3158
[sequential cells by signal (all words and copies together), names as in the netlist]
signal / flops
state: 8
reg_step1: 16
read1: 1
last: 16
ready: 1
svmdata.memory: 1089
i: 8
result: 1
j: 9
testdata.memory: 22
read2: 1
step2_last: 16
k: 9
[through the flow]
stage	hold slack [ps]	cell area [um^2]	std cells
4_1_cts	411.9	54630	4634
2_1_floorplan	374.1	48420	3149
3_5_place_dp	397.8	50670	4413
6_report	410.0	54630	4635
5_1_grt	432.8	54630	4634
3_3_place_gp	395.1	50670	4413
[worst paths after layout]
path	start	to	slack [ps]	depth (start not counted)
max	i[0]	reg_step1[15]	12630	23
min	state[3]	state[2]	410	0
max reg2reg	i[0]	reg_step1[15]	12630	23
min reg2reg	state[3]	state[2]	410	0
max in group asynchronous	rst	last[13]	16430	2
min in group asynchronous	rst	j[2]	3480	1
[worst reg2reg max path: stages (launching register included)]
cell and delay, ps:
dfrtp_2 560, buf_4 570, and3b_4 690, buf_4 630, buf_4 570, a22oi_1 220
nand4_1 130, o21ai_0 90, o21ai_0 680, a21oi_1 280, a31o_2 340, or2_2 290
fa_1 510, inv_1 40, ha_1 300, o21ai_0 190, a21oi_1 100, o41ai_1 470
o21ai_0 200, o41a_1 370, a31o_2 260, or3_1 380, a21bo_1 190, mux2i_1 120
